--- /design/flow/constraint.sdc ---
current_design BB

set clk_period 5.3
set clk_io_pct 0.2

create_clock -name clk0 -period $clk_period [get_ports {clk}]

set non_clock_inputs [all_inputs -no_clocks]
set_input_delay [expr $clk_period * $clk_io_pct] -clock clk0 $non_clock_inputs
set_output_delay [expr $clk_period * $clk_io_pct] -clock clk0 [all_outputs]
--- /design/flow/design.v ---
module BB(
    input clk,
    input rst_n,
    input in_valid,
    input [1:0] inning,    
    input half,            
    input [2:0] action,    
    output reg out_valid,   
    output reg [7:0] score_A,   
    output reg [7:0] score_B,   
    output reg [1:0] result     
);
parameter IDLE = 2'd0, GUEST = 2'd2, HOME = 2'd3, OUT = 2'd1;
reg [1:0] cs, ns;  
reg home_win_check;  
reg home_win_assure;  
reg base1, base2, base3;  
reg base1_ns, base2_ns, base3_ns;  
reg [3:0] score_A_temp, score_A_temp_ns;  
reg [2:0] score_B_temp, score_B_temp_ns;  
reg [2:0] score_temp;  
wire change_of_sides;
wire hit_and_run;
reg [1:0] out_num, out_num_ns;
    always @(posedge clk or negedge rst_n) begin
        if(~rst_n)  cs <= IDLE;
        else        cs <= ns;
    end
    always @(*) begin
        case (cs)
            IDLE    : ns = in_valid       ? GUEST : cs;
            GUEST   : ns = half           ? HOME  : cs;
            HOME    : ns = in_valid       ? (half ? HOME : GUEST) : OUT;
            OUT     : ns = IDLE;
            default : ns = IDLE; 
        endcase
    end
    always @(*) begin
        if(ns == IDLE)
            home_win_check = 0;
        else if(inning == 'd3 & change_of_sides & score_B_temp > score_A_temp)
            home_win_check = 1;
        else
            home_win_check = home_win_assure;
    end
    always @(posedge clk) begin
            home_win_assure <= home_win_check; 
    end
    assign hit_and_run = out_num=='d2;
    assign change_of_sides = out_num_ns=='d3;
    always @(posedge clk) begin
        out_num <= change_of_sides ? 0 : out_num_ns; 
    end
    always @(*) begin
        out_num_ns = 0;
        if (in_valid) begin
            case (action)
                3'd5:out_num_ns = out_num + 1'b1;
                3'd6:out_num_ns = hit_and_run ? 2'd3 : out_num + 1'b1 + base1;
                3'd7:out_num_ns = out_num + 1'b1; 
                default: out_num_ns = out_num;
            endcase
        end 
    end
    always @(*) begin
        base1_ns = 0;
        case (ns)
            GUEST: begin
                if(change_of_sides)begin
                    base1_ns = 0;
                end else begin
                    case (action)
                        3'd0: base1_ns = 1;
                        3'd1: base1_ns = 1;
                        3'd7: base1_ns = base1;
                    endcase
                end
            end 
            HOME: begin
                if(change_of_sides)begin
                    base1_ns = 0;
                end else begin
                    case (action)
                        3'd0: base1_ns = 1;
                        3'd1: base1_ns = 1;
                        3'd7: base1_ns = base1;
                    endcase
                end
            end
        endcase
    end
    always @(*) begin
        base2_ns = 0;
        case (ns)
            GUEST: begin
                if(change_of_sides)begin
                    base2_ns = 0;
                end else begin
                    case (action)
                        3'd0: base2_ns = base1 ? 1 : base2;
                        3'd1: base2_ns = hit_and_run ? 0 : base1;
                        3'd2: base2_ns = 1;
                        3'd5: base2_ns = base1;
                        3'd7: base2_ns = base2;
                    endcase
                end
            end
            HOME: begin
                if(change_of_sides)begin
                    base2_ns = 0;
                end else begin
                    case (action)
                        3'd0: base2_ns = base1 ? 1 : base2;
                        3'd1: base2_ns = hit_and_run ? 0 : base1;
                        3'd2: base2_ns = 1;
                        3'd5: base2_ns = base1;
                        3'd7: base2_ns = base2;
                    endcase
                end
            end
        endcase
    end
    always @(*) begin
        base3_ns = 0;
        case (ns)
            GUEST: begin
                if(change_of_sides)begin
                    base3_ns = 0;
                end else begin
                    case (action)
                        3'd0: base3_ns = (base1 & base2) ? 1 : base3;
                        3'd1: base3_ns = out_num[1] ? base1 : base2;
                        3'd2: base3_ns = !hit_and_run ? base1 : 0;
                        3'd3: base3_ns = 1;
                        3'd4: base3_ns = 0;
                        3'd5: base3_ns = base2;
                        3'd6: base3_ns = base2;
                    endcase
                end
            end
            HOME: begin
                if(change_of_sides)begin
                    base3_ns = 0;
                end else begin
                    case (action)
                        3'd0: base3_ns = (base1 & base2) ? 1 : base3;
                        3'd1: base3_ns = out_num[1] ? base1 : base2;
                        3'd2: base3_ns = !hit_and_run ? base1 : 0;
                        3'd3: base3_ns = 1;
                        3'd4: base3_ns = 0;
                        3'd5: base3_ns = base2;
                        3'd6: base3_ns = base2;
                    endcase
                end
            end
        endcase
    end
    always @(posedge clk) begin
        base1 <= base1_ns;
        base2 <= base2_ns;
        base3 <= base3_ns;
    end
always @(*) begin
    score_temp = 1'b0;
    case (ns)
        GUEST: begin
            case (action)
                3'd0: score_temp = base1&base2&base3;
                3'd1: score_temp = hit_and_run ? base3 + base2         : base3 ? 1 : 0;
                3'd2: score_temp = hit_and_run ? base3 + base2 + base1 : base3 + base2;
                3'd3: score_temp = base3 + base2 + base1;
                3'd4: score_temp = base3 + base2 + base1 + 1'b1;
                3'd5: score_temp = base3 ? 1 : 0;
                3'd6: score_temp = change_of_sides ? 1'b0 : base3;   
                3'd7: score_temp = hit_and_run ? 1'b0 : base3;
            endcase
        end
        HOME: begin
            case (action)
                3'd0: score_temp = base1&base2&base3;
                3'd1: score_temp = hit_and_run ? base3 + base2         : base3 ? 1 : 0;
                3'd2: score_temp = hit_and_run ? base3 + base2 + base1 : base3 + base2;
                3'd3: score_temp = base3 + base2 + base1;
                3'd4: score_temp = base3 + base2 + base1 + 1'b1;
                3'd5: score_temp = base3 ? 1 : 0;
                3'd6: score_temp = change_of_sides ? 1'b0 : base3;   
                3'd7: score_temp = hit_and_run ? 1'b0 : base3;
            endcase
        end
    endcase
end
wire [3:0]score_sel;
assign score_sel = (ns==GUEST ? score_A_temp : score_B_temp) + score_temp;
always @(*) begin
    score_A_temp_ns = score_A_temp;
    case (ns)
        IDLE :score_A_temp_ns = 1'b0; 
        GUEST:score_A_temp_ns = score_sel;
    endcase
end
always @(*) begin
    score_B_temp_ns = score_B_temp;
    case (ns)
        IDLE : score_B_temp_ns = 1'b0;
        HOME : score_B_temp_ns = home_win_assure ? score_B_temp : score_sel;
    endcase
end
always @(posedge clk) begin
    score_A_temp <= score_A_temp_ns;
    score_B_temp <= score_B_temp_ns;
end
always @(*) begin
    if(cs == OUT)
        out_valid = 1'b1;
    else
        out_valid = 1'b0;
end
always @(*) begin
    if(out_valid)begin
        score_A = score_A_temp;
        score_B = score_B_temp;
    end
    else begin
        score_A = 'd0;
        score_B = 'd0;
    end
end
always @(*) begin
    if(out_valid)begin
        if(score_A < score_B)
            result = 'd1;
        else if(score_A > score_B)
            result = 'd0;
        else
            result = 'd2; 
    end
    else
        result = 'd0;
end
endmodule
--- /design/flow/config.mk ---
export PLATFORM = sky130hd
export DESIGN_NAME = BB
export DESIGN_NICKNAME = BB
export VERILOG_FILES = /design/flow/design.v
export SDC_FILE = /design/flow/constraint.sdc
export NUM_CORES = 4
export LEC_CHECK = 1
export CORE_UTILIZATION = 30
--- /design/flow/run.sh ---
#!/bin/bash
# OpenROAD 26Q1-2900-gdf79404cd8, Yosys 0.63+post, stock flow scripts
make -C /OpenROAD-flow-scripts/flow DESIGN_CONFIG=/design/flow/config.mk WORK_HOME=/design/flow/orfs finish
==> flow_metrics.py <==
# Generated from Yosys and OpenROAD reports
metrics = {
    "status": {
        "status": "finished clean",
    },
    "critical_path": {
        "max_stage_delay_ns": 0.83,
        "crit_slowest_cell": "clkdlybuf4s50_1",
        "path_buffers": 1,
        "path_class": "in2reg",
        "path_cells": "clkdlybuf4s50_1 -> or4_1 -> a311oi_1 -> ha_1 -> a21o_1 -> a21oi_1 -> xor2_1 -> nor2_1",
        "crit_family": "buffers and inverters",
        "cp.arrival_ns": 3.87,
        "cp-start-kind": "input pin",
        "crit_path_max_fanout": 26,
        "cp_data_required_time_ns": 5.30,
        "end_kind": "register",
    },
    "die": {
        "core_sq_mm": 0.00485,
        "ios": 28,
        "num_rows": 25,
        "die_h_microns": 74.1,
        "fp_util": 0.322,
        "die_w_microns": 74.1,
        "die_area_sq_mm": 0.00549,
    },
    "detailed_routing": {
        "diodes": 0,
        "vias": 1262,
        "viasPerCell": 4.69,
        "drt_wl_total_mm": 3.00,
        "drtAntennaViolNets": 0,
        "drc": 0,
        "drt-initial-drc-count": 39,
        "wl_per_cell_microns": 11.1,
        "dr.pass1.iters": 4,
    },
    "timing": {
        "setup_tns_ns": 0,
        "fin_crit_sh": 0.731,
        "fin_crit_ns": 3.87,
        "fmax_mhz": 258,
        "finalMaxSlewViolations": 0,
        "hold_viol_final": 0,
        "worstMarginPinSlew_ns": 0.806,
        "rsz0062_at_grt": "no",
        "setup_viol": 0,
        "slew_headroom": 0.461,
        "fin_worst_skew_ns": 0.00178,
    },
    "power": {
        "p_leak_nw": 0.710,
        "power.density_mw_per_mm2": 154,
        "total_power_mw": 0.272,
        "peakVddDrop_mv": 0.106,
    },
    "yosys": {
        "ff_type": "edfxtp_1",
        "top_area_cell": "edfxtp_1",
        "most_common_cell": "nor2_1",
        "synth_cells": 188,
        "synth-edff-count": 7,
        "synthArstFlopShare": 0.235,
        "yosys.area.top_type_share": 0.135,
        "ys_area_sq_mm": 0.00156,
        "syn_avg_cell_area_sq_um": 8.30,
        "synth_warnings": 1,
        "synth_area_sq_mm": 0.00156,
        "yosys.cell_types.count": 48,
        "yosys.stat.seqShare": 0.277,
        "area_leaders": "edfxtp_1, ha_1, dfxtp_1",
        "common_cells": "nor2_1, nand2_1, inv_1",
        "ys.flops": 17,
        "yosys_cells": 188,
    },
    "cts": {
        "insertion_delay_ns": 0.25,
        "cts_resized": 0,
        "numCtsBuffers": 3,
        "cts.sink_count": 17,
        "clockRootBuffer": "clkbuf_8",
        "clk_path_buf_depth": 2,
        "cts_max_level": 1,
        "post_cts_buffers": 0,
        "clkSlewWorstSetupHoldPaths_ns": 0.07,
        "tritoncts": "yes",
        "cts_hold_buf": 0,
    },
    "grt": {
        "grt_use_total": 0.119,
        "grt_pass1_wl_mm": 5.01,
        "grt-ovfl-total": 0,
        "antenna_found_initial": 0,
        "grt_pass1_vias": 1126,
        "grt_start_max_net_pins": 27,
    },
    "placement": {
        "placed_cells": 265,
        "gp_congestion": 0.868,
        "io_buffers": 18,
        "hpwlAfterDp_mm": 2.34,
        "placed_cell_area_sq_mm": 0.00173,
    },
    "layout": {
        "syn_to_final_growth_pct": 13.6,
        "finish.instance_area_sq_mm": 0.00177,
        "final_cells": 269,
        "final_core_util": 0.365,
        "drive_gt1_frac": 0.0446,
    },
    "run": {
        "drv_cap": 0,
        "tool_warnings": 27,
    },
    "min_path": {
        "hp-class": "reg2reg",
    },
}
[worst reg2reg max path: stages (launching register included)]
cell and delay [ns]:
dfxtp_1 0.43, fa_1 0.66, inv_1 0.07, fa_1 0.44, or4_1 0.40, a311oi_1 0.48
ha_1 0.31, a21o_1 0.15, a21oi_1 0.16, xor2_1 0.15, nor2_1 0.05
[cells in the final DEF (no fill, tap or decap), drive strengths merged, types with 6 or more instances in the layout]
master         instances
nand3                  7
conb                   9
a21oi                 11
nand2                 17
o21ai                 14
clkdlybuf4s50         18
nor2b                  8
ha                    14
dfxtp                  6
nor2                  18
inv                   16
edfxtp                 7
[logic make-up (layout without fill, tap and decap cells)]
logic type      count (synthesis)  count (layout)  synth area share
compound gates                 45              45             0.190
xor+xnor                        3               3            0.0168
fa+ha+maj                      17              17             0.151
buf+inv                        32              38             0.121
flops                          17              17             0.277
mux                             2               2            0.0136
other cells                     1               9           0.00240
simple gates                   71              71             0.229
[layer usage]
metal	global-route usage	up-vias	part of all wire
met5	0	-	0
met4	0.0192	0	0.013
met3	0.0192	4	0.031
met2	0.178	25	0.44
met1	0.189	566	0.52
li1	-	667	-
[stage by stage]
stage | hold WS [ns] | setup WS, ns
final | 0.463 | 1.43
after global routing | 0.500 | 1.21
after CTS | 0.469 | 1.44
after detailed placement | 0.454 | 1.18
after global placement | 0.443 | 1.18
after floorplan | 0.435 | 1.99
[registers in the layout, indices dropped and copies added, names as in the netlist]
signal,cells
base1,1
base2,1
base3,1
cs,4
home_win_assure,1
out_num,2
score_A_temp,4
score_B_temp,3
[where the power goes]
| part | internal [mW] | switching [mW] | total (mW) |
|---|---|---|---|
| registers | 0.137 | 0.000946 | 0.138 |
| logic | 0.0160 | 0.0217 | 0.0377 |
| clock network | 0.0521 | 0.0446 | 0.0967 |
| total | 0.205 | 0.0672 | 0.272 |
[final cells by class]
| type | instances | area, sq um |
|---|---|---|
| Clock buffer | 3 | 41.3 |
| Clock inverter | 1 | 5.00 |
| Fill cell | 510 | 3080 |
| Inverter | 16 | 60.1 |
| Multi-Input combinational cell | 147 | 970 |
| Sequential cell | 17 | 432 |
| Tap cell | 67 | 83.8 |
| Timing Repair Buffer | 18 | 180 |
[path summary, 6_finish.rpt]
check | start | end | slack, ns | cells past startpoint
max | action[1] | score_A_temp[3]$_SDFFCE_PP0P_ | 1.43 | 8
min | home_win_assure$_SDFFE_PP0P_ | home_win_assure$_SDFFE_PP0P_ | 0.46 | 1
max reg2reg | base1$_SDFFE_PP0P_ | score_A_temp[3]$_SDFFCE_PP0P_ | 1.74 | 10
min reg2reg | home_win_assure$_SDFFE_PP0P_ | home_win_assure$_SDFFE_PP0P_ | 0.46 | 1
max in group asynchronous | rst_n | cs[0]$_DFF_PN1_ | 4.06 | 1
min in group asynchronous | rst_n | cs[2]$_DFF_PN0_ | 1.00 | 1
Power figures rest on the tool's default switching activity, not on a simulated workload.
